==> design/flow/design.v <==
`timescale 1ns / 1ps
module debounce_fsm #(
  parameter integer DEBOUNCE_COUNTER_WIDTH = 16
)(
  input                                   i_clock,
  input  [DEBOUNCE_COUNTER_WIDTH - 1 : 0] i_debounce_counter,
  input                                   i_bouncing_signal,
  output reg                              o_debounced_signal
);
reg                                  bouncing_signal_meta;
reg                                  bouncing_signal_stable;
reg [DEBOUNCE_COUNTER_WIDTH - 1 : 0] debounce_counter;
reg [1:0]                            fsm_state;
localparam IDLE           = 2'd0;
localparam EDGE_DETECTED  = 2'd1;
localparam DEBOUNCED_HIGH = 2'd2;
localparam DEBOUNCED_LOW  = 2'd3;
always @(posedge i_clock) begin
  bouncing_signal_meta    <= i_bouncing_signal;
  bouncing_signal_stable  <= bouncing_signal_meta;
  case (fsm_state)
    IDLE : begin
      o_debounced_signal  <= 1'b0;
      debounce_counter    <= 1'b0;
      fsm_state           <= EDGE_DETECTED;
    end
    EDGE_DETECTED : begin
      debounce_counter    <= debounce_counter + 1;
      if (debounce_counter == i_debounce_counter) begin
        debounce_counter  <= 1'b0;
        if ( bouncing_signal_stable == 1'b1) begin
          fsm_state       <= DEBOUNCED_HIGH;
        end else begin
          fsm_state       <= DEBOUNCED_LOW;
        end
      end
    end
    DEBOUNCED_HIGH : begin
      o_debounced_signal <= 1'b1;
      if (bouncing_signal_stable == 1'b0) begin
        fsm_state         <= EDGE_DETECTED;
      end
    end
    DEBOUNCED_LOW : begin
      o_debounced_signal <= 1'b0;
      if (bouncing_signal_stable == 1'b1) begin
        fsm_state        <= EDGE_DETECTED;
      end
    end
    default : begin
      fsm_state          <= IDLE;
    end
  endcase
end     
endmodule
`timescale 1ns / 1ps
module debouncer # (
    parameter SWITCH_COUNT              = 8,
    parameter BUTTON_COUNT              = 5,
    parameter DEBOUNCE_COUNTER_WIDTH    = 16
) (
    input  i_clock,
    input  [DEBOUNCE_COUNTER_WIDTH-1 : 0] i_switch_debounce_counter,
    input  [DEBOUNCE_COUNTER_WIDTH-1 : 0] i_button_debounce_counter,
    input  i_sw0,
    input  i_sw1,
    input  i_sw2,
    input  i_sw3,
    input  i_sw4,
    input  i_sw5,
    input  i_sw6,
    input  i_sw7,
    input  i_btnu,
    input  i_btnd,
    input  i_btnl,
    input  i_btnr,
    input  i_btnc,
    output o_sw0,
    output o_sw1,
    output o_sw2,
    output o_sw3,
    output o_sw4,
    output o_sw5,
    output o_sw6,
    output o_sw7,
    output o_btnu,
    output o_btnd,
    output o_btnl,
    output o_btnr,
    output o_btnc
);
wire [SWITCH_COUNT-1 : 0] bouncing_switch_array;
wire [SWITCH_COUNT-1 : 0] debounced_switch_array;
wire [BUTTON_COUNT-1 : 0] bouncing_button_array;
wire [BUTTON_COUNT-1 : 0] debounced_button_array;
assign bouncing_switch_array    = {i_sw7, i_sw6, i_sw5, i_sw4, i_sw3, i_sw2, i_sw1, i_sw0};
assign debounced_switch_array   = {o_sw7, o_sw6, o_sw5, o_sw4, o_sw3, o_sw2, o_sw1, o_sw0};
assign bouncing_button_array    = {i_btnu, i_btnd, i_btnl, i_btnr, i_btnc};
assign debounced_button_array   = {o_btnu, o_btnd, o_btnl, o_btnr, o_btnc};
    genvar i;
    generate
        for (i = 0; i < SWITCH_COUNT; i = i + 1) begin : switch_debounce_fsm_gen
            debounce_fsm 
            # (
                .DEBOUNCE_COUNTER_WIDTH (DEBOUNCE_COUNTER_WIDTH)
            )
            switch_debounce_fsm_inst (
                .i_clock            (i_clock),
                .i_debounce_counter (i_switch_debounce_counter),
                .i_bouncing_signal  (bouncing_switch_array[i]),
                .o_debounced_signal (debounced_switch_array[i])
            );
        end 
    endgenerate
    genvar j;
    generate
        for (j = 0; j < BUTTON_COUNT; j = j + 1) begin : button_debounce_fsm_gen
            debounce_fsm 
            # (
                .DEBOUNCE_COUNTER_WIDTH (DEBOUNCE_COUNTER_WIDTH)
            )
            button_debounce_fsm_inst (
                .i_clock            (i_clock),
                .i_debounce_counter (i_button_debounce_counter),
                .i_bouncing_signal  (bouncing_button_array[j]),
                .o_debounced_signal (debounced_button_array[j])
            );
        end 
    endgenerate
endmodule
==> design/flow/run.sh <==
#!/bin/bash
# OpenROAD 26Q1-2900-gdf79404cd8, Yosys 0.63+post, stock flow scripts
make -C /OpenROAD-flow-scripts/flow DESIGN_CONFIG=/design/flow/config.mk WORK_HOME=/design/flow/orfs finish
==> design/flow/config.mk <==
export PLATFORM = sky130hd
export DESIGN_NAME = debouncer
export DESIGN_NICKNAME = debouncer
export VERILOG_FILES = /design/flow/design.v
export SDC_FILE = /design/flow/constraint.sdc
export NUM_CORES = 4
export LEC_CHECK = 1
export CORE_UTILIZATION = 50
==> design/flow/constraint.sdc <==
current_design debouncer

set clk_period 5.0
set clk_io_pct 0.2

create_clock -name clk0 -period $clk_period [get_ports {i_clock}]

set non_clock_inputs [all_inputs -no_clocks]
set_input_delay [expr $clk_period * $clk_io_pct] -clock clk0 $non_clock_inputs
set_output_delay [expr $clk_period * $clk_io_pct] -clock clk0 [all_outputs]
==> results.json <==
{
  "grt_max_degree": 20,
  "ys.flops": 286,
  "cp_max_fo": 15,
  "ff_type": "edfxtp_1",
  "tightestPinTransition_ps": 854.2,
  "finalWirelength_mm": 33.97,
  "cts_buffers": 34,
  "place_inst": 1876,
  "rows": 64,
  "syn_to_final_growth_pct": 12.05,
  "skew_ps": 14.88,
  "first_global_vias": 10090,
  "yosys_warnings": 1,
  "p_per_area_nw_per_um2": 419.2,
  "yosysMostFrequentCell": "xor2_1",
  "dieArea_um2": 32080,
  "hp-class": "flop to flop",
  "drtPass1Iterations": 20,
  "edf_count": 221,
  "endpoint_kind": "flop",
  "vias": 10710,
  "instances_no_fill": 1937,
  "path_clk_slew_ps": 60,
  "clock_latency_ps": 510,
  "cts_setup_buffers": 0,
  "h-tree-depth": 2,
  "final_cell_area_um2": 17570,
  "dp_hpwl_mm": 22.33,
  "run_status": "finished, final reports clean",
  "grt_use_total": 0.2327,
  "topCellsByArea": "edfxtp_1, xor2_1, dfxtp_1",
  "rsz0062_at_grt": "false",
  "die_x_um": 179.1,
  "n_fill_cell": 2555,
  "routed_via_density": 5.529,
  "synthCells": 1506,
  "regArea_um2": 7938,
  "drive_above_1_share": 0.05127,
  "fin_crit_ps": 3143,
  "pre_cts_ws_ps": 1426,
  "finalPower_mw": 7.366,
  "cp-start-kind": "primary input",
  "logic_area_um2": 7242,
  "crit_required_ps": 5230,
  "postPlaceCellArea_um2": 16380,
  "top_area_frac": 0.4232,
  "ys_cells": 1506,
  "synthArstFlopShare": 0,
  "max-vdd-ir-drop_mv": 0.2587,
  "num_antenna_cells": 0,
  "setup_slack_ps": 1857,
  "routabilityCongestion": 0.8825,
  "grt_overflow": 0,
  "finalSetupViolCount": 0,
  "drc_errors": 0,
  "antenna_found_initial": 0,
  "fp-utilization": 0.5100,
  "grt_pass1_wl_mm": 54.58,
  "clockBufferDepth": 3,
  "setup_tns_ps": 0,
  "syn_area_um2": 15680,
  "ioPinCount": 59,
  "synth_cell_types": 44,
  "whs_ps": 316.3,
  "common_cells": "xor2_1, edfxtp_1, nor2_1",
  "dieHeight_um": 179.1,
  "wl_per_cell_um": 17.54,
  "max_cap_violations": 0,
  "crit_arrival_ps": 3380,
  "p_leak_nw": 6.738,
  "cts_tree": "done",
  "min_period_over_period": 0.6285,
  "design.core.area_um2": 30750,
  "cts_resized": 0,
  "postCtsHoldBufs": 0,
  "synth_area_leader_cell": "edfxtp_1",
  "critical_path_class": "primary input to flop",
  "slew_viol_final": 0,
  "clockRootBuffer": "clkbuf_16",
  "avgSynthCellArea_um2": 10.41,
  "portBuffers": 58,
  "dr.first_iter.drc_count": 612,
  "ys_area_um2": 15680,
  "final_hold_viol_count": 0,
  "cts_sinks": 286,
  "warning_count": 25,
  "slew_headroom": 0.4288,
  "yosysSeqAreaShare": 0.5062,
  "fmax_mhz": 318.2,
  "drtAntennaViolNets": 0,
  "finish.utilization": 0.5714
}
[critical path: stages]
cell and delay, ps:
clkdlybuf4s50_1 870, xor2_1 330, nor4_1 420, and4_1 650
nor2_1 110
[cell type report]
type | count | share of cell area
clock inverters | 5 | 0.004415
well taps | 396 | 0.02820
flip-flops and latches | 286 | 0.4518
clock buffers | 56 | 0.06316
inverters | 32 | 0.006836
multi-input cells | 1103 | 0.4122
repair buffers | 59 | 0.03347
[cells in the final DEF, fill, tap and decap left out, types with 16 or more instances in the layout]
| master | Yosys | layout |
|---|---|---|
| xor2_1 | 273 | 273 |
| dfxtp_1 | 65 | 65 |
| inv_1 | 32 | 32 |
| and4_1 | 24 | 24 |
| and2_1 | 21 | 21 |
| nor2_1 | 178 | 178 |
| edfxtp_1 | 221 | 221 |
| clkbuf_16 | 0 | 39 |
| nand2_1 | 74 | 74 |
| nor3_1 | 25 | 25 |
| a21oi_1 | 32 | 32 |
| nor4_1 | 73 | 73 |
| or3_1 | 22 | 22 |
| nand4_1 | 60 | 60 |
| nand3_1 | 67 | 67 |
| xnor2_1 | 84 | 84 |
| or2_2 | 16 | 16 |
| o21ai_0 | 32 | 32 |
| and3_1 | 21 | 21 |
| clkdlybuf4s50_1 | 0 | 58 |
[cells by family after synthesis]
family,after synthesis,synth area share
buffers and inverters,117,0.03200
XOR/XNOR,357,0.1994
adder cells (fa/ha/maj),13,0.01037
AND-OR/OR-AND,105,0.04165
AND/OR/NAND/NOR,628,0.2104
flip-flops,286,0.5062
[routing by layer]
metal / vias up / routed length, um / GRT usage
met1: 5048 / 16660 / 0.4094
li1: 5373 / - / -
met4: 0 / 596 / 0.04097
met2: 247 / 14410 / 0.3163
met5: - / 0 / 0
met3: 41 / 2308 / 0.05404
[worst paths after layout]
path / to / start / depth (start not counted) / slack, ps
hold reg to reg: flop / flop / 0 / 320
setup reg to reg: flop / flop / 4 / 2860
hold / removal: flop / flop / 0 / 320
setup / recovery: flop / i_switch_debounce_counter[6] / 5 / 1860
[power breakdown]
| part | internal [mW] | leakage [nW] | total [mW] | switching [mW] |
|---|---|---|---|---|
| registers | 3.05 | 3.05 | 3.61 | 0.566 |
| logic | 0.574 | 3.11 | 1.19 | 0.615 |
| clock network | 1.62 | 0.581 | 2.56 | 0.945 |
| total | 5.24 | 6.74 | 7.37 | 2.13 |
No activity file was given, so power comes from the tool's default toggle rates.
