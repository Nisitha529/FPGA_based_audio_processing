`flow/design.v`:
```
module limiter #(
  parameter integer SP_FLOATING_POINT_BIT_WIDTH = 32
)(
  input  wire                                      i_clock,
  input  wire                                      i_enable,
  input  wire                                      i_data_valid,
  input  wire [SP_FLOATING_POINT_BIT_WIDTH-1:0]    i_data_left,
  input  wire [SP_FLOATING_POINT_BIT_WIDTH-1:0]    i_data_right,
  input  wire [SP_FLOATING_POINT_BIT_WIDTH-1:0]    i_linear_threshold,
  output wire                                      o_data_valid,
  output wire [SP_FLOATING_POINT_BIT_WIDTH-1:0]    o_data_left,
  output wire [SP_FLOATING_POINT_BIT_WIDTH-1:0]    o_data_right
);
  wire                                      data_valid;
  wire [SP_FLOATING_POINT_BIT_WIDTH-1:0]    data_left;
  wire [SP_FLOATING_POINT_BIT_WIDTH-1:0]    data_right;
  limiter_fsm #(
    .SP_FLOATING_POINT_BIT_WIDTH(SP_FLOATING_POINT_BIT_WIDTH)
  ) limiter_fsm_left (
    .i_clock            (i_clock),
    .i_enable           (i_enable),
    .i_data_valid       (i_data_valid),
    .i_data             (i_data_left),
    .i_linear_threshold (i_linear_threshold),
    .o_data_valid       (data_valid),
    .o_data             (data_left)
  );
  limiter_fsm #(
    .SP_FLOATING_POINT_BIT_WIDTH(SP_FLOATING_POINT_BIT_WIDTH)
  ) limiter_fsm_right (
    .i_clock            (i_clock),
    .i_enable           (i_enable),
    .i_data_valid       (i_data_valid),
    .i_data             (i_data_right),
    .i_linear_threshold (i_linear_threshold),
    .o_data             (data_right)
  );
  assign o_data_valid = (i_enable) ? data_valid     : i_data_valid;
  assign o_data_left  = (i_enable) ? data_left      : i_data_left;
  assign o_data_right = (i_enable) ? data_right     : i_data_right;
endmodule
module limiter_fsm #(
  parameter integer SP_FLOATING_POINT_BIT_WIDTH = 32
)(
  input  wire                                     i_clock,
  input  wire                                     i_enable,
  input  wire                                     i_data_valid,
  input  wire [SP_FLOATING_POINT_BIT_WIDTH-1:0]   i_data,
  input  wire [SP_FLOATING_POINT_BIT_WIDTH-1:0]   i_linear_threshold,
  output reg                                      o_data_valid,
  output reg  [SP_FLOATING_POINT_BIT_WIDTH-1:0]   o_data
);
  localparam [SP_FLOATING_POINT_BIT_WIDTH-1:0] ATTACK_TIME           = 32'h3F666666;
  localparam [SP_FLOATING_POINT_BIT_WIDTH-1:0] RELEASE_TIME          = 32'h3C23D70A;
  localparam [6:0]                             LOOKAHEAD_SAMPLE_COUNT = 7'd6;
  reg  [SP_FLOATING_POINT_BIT_WIDTH-1:0] data;
  reg  [SP_FLOATING_POINT_BIT_WIDTH-1:0] xpeak;
  reg  [SP_FLOATING_POINT_BIT_WIDTH-1:0] gain;
  reg  [SP_FLOATING_POINT_BIT_WIDTH-1:0] coefficient;
  reg  [SP_FLOATING_POINT_BIT_WIDTH-1:0] filter;
  reg  [SP_FLOATING_POINT_BIT_WIDTH-1:0] absolute_value;
  reg  [SP_FLOATING_POINT_BIT_WIDTH-1:0] aux;
  wire                                       fp_abs_value_valid_out;
  wire [SP_FLOATING_POINT_BIT_WIDTH-1:0]     fp_abs_value_data_out;
  reg                                        fp_abs_value_valid_in;
  reg  [SP_FLOATING_POINT_BIT_WIDTH-1:0]     fp_abs_value_data_in;
  wire                                       fp_greater_comp_valid_out;
  wire [7:0]                                 fp_greater_comp_data_out;
  reg                                        fp_greater_comp_valid_in;
  reg  [SP_FLOATING_POINT_BIT_WIDTH-1:0]     fp_greater_comp_data_a_in;
  reg  [SP_FLOATING_POINT_BIT_WIDTH-1:0]     fp_greater_comp_data_b_in;
  wire                                       fp_subtractor_valid_out;
  wire [SP_FLOATING_POINT_BIT_WIDTH-1:0]     fp_subtractor_data_out;
  reg                                        fp_subtractor_valid_in;
  reg  [SP_FLOATING_POINT_BIT_WIDTH-1:0]     fp_subtractor_data_a_in;
  reg  [SP_FLOATING_POINT_BIT_WIDTH-1:0]     fp_subtractor_data_b_in;
  wire                                       fp_mult_valid_out;
  wire [SP_FLOATING_POINT_BIT_WIDTH-1:0]     fp_mult_data_out;
  reg                                        fp_mult_valid_in;
  reg  [SP_FLOATING_POINT_BIT_WIDTH-1:0]     fp_mult_data_in_a;
  reg  [SP_FLOATING_POINT_BIT_WIDTH-1:0]     fp_mult_data_in_b;
  wire                                       fp_adder_valid_out;
  wire [SP_FLOATING_POINT_BIT_WIDTH-1:0]     fp_adder_data_out;
  reg                                        fp_adder_valid_in;
  reg  [SP_FLOATING_POINT_BIT_WIDTH-1:0]     fp_adder_data_in_a;
  reg  [SP_FLOATING_POINT_BIT_WIDTH-1:0]     fp_adder_data_in_b;
  wire                                       fp_divider_valid_out;
  wire [SP_FLOATING_POINT_BIT_WIDTH-1:0]     fp_divider_data_out;
  reg                                        fp_divider_valid_in;
  reg  [SP_FLOATING_POINT_BIT_WIDTH-1:0]     fp_divider_data_in_a;
  reg  [SP_FLOATING_POINT_BIT_WIDTH-1:0]     fp_divider_data_in_b;
  reg                                        lookahead_fifo_rd_en;
  wire [SP_FLOATING_POINT_BIT_WIDTH-1:0]     lookahead_fifo_data_out;
  wire                                       lookahead_fifo_full;
  wire                                       lookahead_fifo_empty;
  wire [6:0]                                 lookahead_fifo_data_count;
  reg  [5:0] state;
  localparam IDLE                 = 6'd0,
             WAIT_SAMPLE          = 6'd1,
             GET_ABS_VALUE        = 6'd2,
             COMPARE_XPEAK        = 6'd3,
             CALC_XPEAK_1         = 6'd4,
             CALC_XPEAK_2         = 6'd5,
             CALC_XPEAK_3         = 6'd6,
             CALC_XPEAK_4         = 6'd7,
             THRESHOLD_XPEAK_RATIO= 6'd8,
             CALC_FILTER          = 6'd9,
             COMPARE_FILTER       = 6'd10,
             COMPARE_FILTER_GAIN  = 6'd11,
             CALC_GAIN_1          = 6'd12,
             CALC_GAIN_2          = 6'd13,
             CALC_GAIN_3          = 6'd14,
             CALC_GAIN_4          = 6'd15,
             CALC_OUTPUT          = 6'd16,
             DRIVE_OUTPUT         = 6'd17;
  always @(posedge i_clock) begin
    case (state)
      IDLE: begin
        xpeak                      <= 32'h00000000;
        gain                       <= 32'h3F800000;
        fp_abs_value_valid_in      <= 1'b0;
        fp_greater_comp_valid_in   <= 1'b0;
        fp_subtractor_valid_in     <= 1'b0;
        fp_mult_valid_in           <= 1'b0;
        fp_adder_valid_in          <= 1'b0;
        fp_divider_valid_in        <= 1'b0;
        lookahead_fifo_rd_en       <= 1'b0;
        o_data_valid               <= 1'b0;
        data                       <= 32'h00000000;
        if (i_enable)
          state <= WAIT_SAMPLE;
      end
      WAIT_SAMPLE: begin
        o_data_valid               <= 1'b0;
        if (i_data_valid) begin
          data                     <= i_data;
          fp_abs_value_data_in     <= i_data;
          fp_abs_value_valid_in    <= 1'b1;
          state                    <= GET_ABS_VALUE;
        end
      end
      GET_ABS_VALUE: begin
        fp_abs_value_valid_in      <= 1'b0;
        if (fp_abs_value_valid_out) begin
          absolute_value           <= fp_abs_value_data_out;
          fp_greater_comp_data_a_in<= fp_abs_value_data_out;
          fp_greater_comp_data_b_in<= xpeak;
          fp_greater_comp_valid_in <= 1'b1;
          state                    <= COMPARE_XPEAK;
        end
      end
      COMPARE_XPEAK: begin
        fp_greater_comp_valid_in   <= 1'b0;
        if (fp_greater_comp_valid_out) begin
          coefficient              <= fp_greater_comp_data_out[0] ? ATTACK_TIME : RELEASE_TIME;
          state                    <= CALC_XPEAK_1;
        end
      end
      CALC_XPEAK_1: begin
        fp_subtractor_valid_in     <= 1'b1;
        fp_subtractor_data_a_in    <= 32'h3F800000;
        fp_subtractor_data_b_in    <= coefficient;
        state                      <= CALC_XPEAK_2;
      end
      CALC_XPEAK_2: begin
        fp_subtractor_valid_in     <= 1'b0;
        if (fp_subtractor_valid_out) begin
          fp_mult_valid_in         <= 1'b1;
          fp_mult_data_in_a        <= fp_subtractor_data_out;
          fp_mult_data_in_b        <= xpeak;
          state                    <= CALC_XPEAK_3;
        end
      end
      CALC_XPEAK_3: begin
        fp_mult_valid_in           <= 1'b0;
        if (fp_mult_valid_out) begin
          aux                      <= fp_mult_data_out;
          fp_mult_valid_in         <= 1'b1;
          fp_mult_data_in_a        <= coefficient;
          fp_mult_data_in_b        <= absolute_value;
          state                    <= CALC_XPEAK_4;
        end
      end
      CALC_XPEAK_4: begin
        fp_mult_valid_in           <= 1'b0;
        if (fp_mult_valid_out) begin
          fp_adder_valid_in        <= 1'b1;
          fp_adder_data_in_a       <= aux;
          fp_adder_data_in_b       <= fp_mult_data_out;
          state                    <= THRESHOLD_XPEAK_RATIO;
        end
      end
      THRESHOLD_XPEAK_RATIO: begin
        fp_adder_valid_in          <= 1'b0;
        if (fp_adder_valid_out) begin
          xpeak                    <= fp_adder_data_out;
          fp_divider_valid_in      <= 1'b1;
          fp_divider_data_in_a     <= i_linear_threshold;
          fp_divider_data_in_b     <= fp_adder_data_out;
          state                    <= CALC_FILTER;
        end
      end
      CALC_FILTER: begin
        fp_divider_valid_in        <= 1'b0;
        if (fp_divider_valid_out) begin
          filter                   <= fp_divider_data_out;
          fp_greater_comp_data_a_in<= fp_divider_data_out;
          fp_greater_comp_data_b_in<= 32'h3F800000;
          fp_greater_comp_valid_in <= 1'b1;
          state                    <= COMPARE_FILTER;
        end
      end
      COMPARE_FILTER: begin
        fp_greater_comp_valid_in   <= 1'b0;
        if (fp_greater_comp_valid_out) begin
          filter                   <= (fp_greater_comp_data_out[0]) ? 32'h3F800000 : filter;
          fp_greater_comp_data_a_in<= gain;
          fp_greater_comp_data_b_in<= filter;
          fp_greater_comp_valid_in <= 1'b1;
          state                    <= COMPARE_FILTER_GAIN;
        end
      end
      COMPARE_FILTER_GAIN: begin
        fp_greater_comp_valid_in   <= 1'b0;
        if (fp_greater_comp_valid_out) begin
          coefficient              <= (fp_greater_comp_data_out[0]) ? ATTACK_TIME : RELEASE_TIME;
          state                    <= CALC_GAIN_1;
        end
      end
      CALC_GAIN_1: begin
        fp_subtractor_valid_in     <= 1'b1;
        fp_subtractor_data_a_in    <= 32'h3F800000;
        fp_subtractor_data_b_in    <= coefficient;
        state                      <= CALC_GAIN_2;
      end
      CALC_GAIN_2: begin
        fp_subtractor_valid_in     <= 1'b0;
        if (fp_subtractor_valid_out) begin
          fp_mult_valid_in         <= 1'b1;
          fp_mult_data_in_a        <= fp_subtractor_data_out;
          fp_mult_data_in_b        <= gain;
          state                    <= CALC_GAIN_3;
        end
      end
      CALC_GAIN_3: begin
        fp_mult_valid_in           <= 1'b0;
        if (fp_mult_valid_out) begin
          aux                      <= fp_mult_data_out;
          fp_mult_valid_in         <= 1'b1;
          fp_mult_data_in_a        <= coefficient;
          fp_mult_data_in_b        <= filter;
          state                    <= CALC_GAIN_4;
        end
      end
      CALC_GAIN_4: begin
        fp_mult_valid_in           <= 1'b0;
        if (fp_mult_valid_out) begin
          fp_adder_valid_in        <= 1'b1;
          fp_adder_data_in_a       <= aux;
          fp_adder_data_in_b       <= fp_mult_data_out;
          state                    <= CALC_OUTPUT;
        end
      end
      CALC_OUTPUT: begin
        fp_adder_valid_in          <= 1'b0;
        if (fp_adder_valid_out) begin
          gain                     <= fp_adder_data_out;
          if (lookahead_fifo_data_count > LOOKAHEAD_SAMPLE_COUNT) begin
            lookahead_fifo_rd_en  <= 1'b1;
            fp_mult_valid_in      <= 1'b1;
            fp_mult_data_in_a     <= fp_adder_data_out;
            fp_mult_data_in_b     <= lookahead_fifo_data_out;
            state                 <= DRIVE_OUTPUT;
          end else begin
            state                 <= WAIT_SAMPLE;
          end
        end
      end
      DRIVE_OUTPUT: begin
        lookahead_fifo_rd_en       <= 1'b0;
        fp_mult_valid_in           <= 1'b0;
        if (fp_mult_valid_out) begin
          o_data_valid             <= 1'b1;
          o_data                   <= fp_mult_data_out;
          state                    <= WAIT_SAMPLE;
        end
      end
      default: state <= IDLE;
    endcase
  end
endmodule
```
`flow/run.sh`:
```
#!/bin/bash
# OpenROAD 26Q1-2900-gdf79404cd8, Yosys 0.63+post, stock flow scripts
make -C /OpenROAD-flow-scripts/flow DESIGN_CONFIG=/design/flow/config.mk WORK_HOME=/design/flow/orfs finish
```
`flow/config.mk`:
```
export PLATFORM = sky130hd
export DESIGN_NAME = limiter
export DESIGN_NICKNAME = limiter
export VERILOG_FILES = /design/flow/design.v
export SDC_FILE = /design/flow/constraint.sdc
export NUM_CORES = 4
export LEC_CHECK = 1
export CORE_AREA = 10 10 75 75
export DIE_AREA = 0 0 85 85
```
`flow/constraint.sdc`:
```
current_design limiter

set clk_period 2.9
set clk_io_pct 0.2

create_clock -name clk0 -period $clk_period [get_ports {i_clock}]

set non_clock_inputs [all_inputs -no_clocks]
set_input_delay [expr $clk_period * $clk_io_pct] -clock clk0 $non_clock_inputs
set_output_delay [expr $clk_period * $clk_io_pct] -clock clk0 [all_outputs]
```
==> Slide: Implementation Results <==
Flow Results at a Glance

Outcome
  • Status: completed

Global route
  • Pin count of the biggest net entering global routing: 11
  • Global-route wire length before repair: ~1600 µm
  • Initial antenna violation count: 0
  • Total GRT Usage: under 10%
  • Vias in the first global route: 329
  • Congestion Overflow GR: 0

Critical path
  • Critical Setup Path Class: input port to output pin
  • Worst Path Required: around 2.3 ns
  • R2R Setup Slk: approximately 0.91 ns
  • R2R Path End: limiter_fsm_left.state[1]
  • Critical path launch point type: input port
  • Worst r2r src: limiter_fsm_left.state[0]
  • Worst R2R Path Depth: 3
  • CP Capture Type: output pin
  • Critical path arrival: roughly 1.8 ns
  • Crit path max fanout: 2

Floorplanning
  • Die height: 85 µm
  • I/O Pins: 164
  • Die area: 7230 µm²
  • Chip Width: ~85 µm
  • Num rows: 23
  • Core area: 4060 µm²
  • Initial core utilization: a little over a fifth

Clock network
  • Clock-pin slew on the worst setup and hold paths: 0.03 ns
  • CTS tree: yes
  • CTS Buffer Depth: 2
  • Cts hold-fix bufs: 0
  • Number of CTS-inserted buffers: 3
  • CTS sink count: 6
  • Clock H-tree levels: 1
  • Clk root buf: clkbuf_8
  • Post-CTS sizing: 0
  • Post-CTS setup buffers: 0
  • Insertion delay to the later sink of the worst-skew pair: 0.22 ns

Layout
  • Logic area: roughly 180 µm²
  • Finished Cell Area: around 500 µm²
  • Number of fill cells: 447
  • Flop area: 180 µm²
  • Layout cell share with drive strength beyond 1: between 10% and 20%
  • Syn-to-layout area delta: -43.2%

Flow run
  • Max-cap violations: 0
  • Tool warning count: around 57

Routing
  • DRT Pass-1 Iters: 4
  • Initial DRC Count: 17
  • Detail Route met2 WL: approximately 360 µm
  • N_diodes: 0
  • Total number of vias: approximately 320
  • WL met1: about 370 µm
  • Met3 wire len: 192 µm
  • Highest layer used for signal routing: met4
  • Drc violations: 0
  • Total wire length: 966 µm
  • Routed wire per std cell: between 10 and 15 µm
  • Vias/cell: 3.61
  • Post-route ant nets: 0

Worst hold path
  • Min-Delay Endpoint: limiter_fsm_left.o_data_valid
  • Worst Hold Class: flop to flop
  • Min-Delay Path Depth: 1
  • Hold_sp: limiter_fsm_left.state[3]

Place
  • Placed cell areas: 448 µm²
  • IO buf count: 3
  • Global placement routability congestion: ~0.74
  • HPWL Detailed: ~700 µm
  • Post-Place Setup Slack: about 0.47 ns

Final timing
  • Worst Clk Skew: approximately 0.00090 ns
  • Max Clk Rate: roughly 0.42 GHz
  • Worst-Margin Slew: 0.654 ns
  • Tmin final: around 2.4 ns
  • Setup TNS: 0 ns
  • # setup viols final: 0
  • Slew headroom: a little under three fifths
  • Crit share post-route: slightly above 80%
  • Final hold vios: 0
  • Unrepaired setup endpoints after global routing: no
  • Final setup margin: between 0.4 and 0.5 ns
  • Max Slew Vio Count: 0

Pwr
  • Leak: roughly 0.00015 µW
  • Pwr dens: 1160 nW/µm²
  • Worst VDD drop: between 0.15 and 0.2 mV

Logic synthesis
  • Yosys cell types: 23
  • Ys cells: about 100
  • Cell Area, Synth: ~860 µm²
  • Synth Register Bits: 6
  • Yosys warnings: a little over 90
  • Yosys chip area: between 800 and 900 µm²
  • Avg Inst Size Synth: 8.61 µm²
  • Seq share, synth: 20.9%
  • Post-Syn Instances: 100
cell families (layout without fill, tap and decap cells):
group | after synthesis | after routing | share of synthesized area [%]
AND/OR/NAND/NOR | 17 | 17 | 10.3
multiplexers | 1 | 1 | 1.31
flip-flops | 6 | 6 | 20.9
AND-OR/OR-AND | 4 | 4 | 4.65
XOR/XNOR | 4 | 4 | 4.07
buffers and inverters | 68 | 6 | 58.7
sequential cells by signal (all words and copies together) (netlist names):
name / count
limiter_fsm_left.state: 5
limiter_fsm_left.o_data_valid: 1
worst max-delay path by stage:
stage | cells past startpoint | slack (ns) | start | endpoint
4_1_cts | 3 | 0.47 | i_enable | o_data_valid
5_1_grt | 3 | 0.44 | i_enable | o_data_valid
6_report | 3 | 0.49 | i_enable | o_data_valid
through the flow:
| stage | hold slack, ns | instances | total power (µW) | utilization [%] |
|---|---|---|---|---|
| 2_1_floorplan | 0.652 | 100 | 474 | - |
| 3_3_place_gp | 0.709 | 85 | 438 | 11.0 |
| 3_5_place_dp | 0.713 | 85 | 444 | 11.0 |
| 4_1_cts | 0.723 | 88 | 571 | 12.1 |
| 5_1_grt | 0.775 | 88 | 621 | 12.1 |
| 6_report | 0.719 | 88 | 566 | 12.1 |
cell usage after synthesis:
library cell | instances | area [µm²]
nand2b_1 | 1 | 6.26
buf_2 | 2 | 10.0
nor4b_1 | 1 | 8.76
clkbuf_1 | 1 | 3.75
mux2_2 | 1 | 11.3
o21ai_0 | 1 | 5.00
a21boi_0 | 1 | 7.51
nand2_1 | 2 | 7.51
xnor2_1 | 2 | 17.5
nand3_1 | 2 | 10.0
o221a_1 | 1 | 11.3
nand4_1 | 1 | 6.26
edfxtp_1 | 6 | 180
or2_0 | 1 | 6.26
nor3_1 | 1 | 5.00
o41ai_2 | 1 | 16.3
and3_2 | 1 | 7.51
buf_4 | 64 | 480
nor4_1 | 1 | 6.26
nor2_1 | 5 | 18.8
nor2b_1 | 1 | 6.26
xor2_1 | 2 | 17.5
buf_6 | 1 | 11.3
per-layer routing:
| layer | vias up | track usage, % |
|---|---|---|
| met5 | - | 0 |
| met3 | 10 | 2.70 |
| li1 | 135 | - |
| met1 | 150 | 2.40 |
| met2 | 23 | 3.07 |
| met4 | 0 | 2.84 |
area by class of cell:
class | count | area share [%]
Sequential cell | 6 | 36.8
Multi-Input combinational cell | 26 | 35.8
Tap cell | 50 | 12.8
Clock buffer | 3 | 8.44
Timing Repair Buffer | 3 | 6.14
worst max-delay path, stage by stage:
cell and delay, ns:
clkdlybuf4s50_1 0.49, mux2_2 0.34, clkdlybuf4s50_1 0.41
placed cells by master (no fill, tap or decap), drive strengths merged, types with 2 or more instances in the layout:
master and instances:
nor2 5, xnor2 2, clkdlybuf4s50 3, nand2 2, nand3 2, xor2 2, clkbuf 3, edfxtp 6
report_power, final:
| part | switching (µW) | internal, µW |
|---|---|---|
| Combinational | 87.3 | 95.7 |
| Sequential | 87.3 | 175 |
| Clock | 31.8 | 88.8 |
| Total | 206 | 359 |
Power and IR drop assume default switching activity.
